[run.sh]
#!/bin/bash
# OpenROAD 26Q1-2900-gdf79404cd8, Yosys 0.63+post, stock flow scripts
make -C /OpenROAD-flow-scripts/flow DESIGN_CONFIG=/design/flow/config.mk WORK_HOME=/design/flow/orfs finish
[config.mk]
export PLATFORM = sky130hd
export DESIGN_NAME = trdb_branch_map
export DESIGN_NICKNAME = trdb_branch_map
export VERILOG_FILES = /design/flow/design.v
export SDC_FILE = /design/flow/constraint.sdc
export NUM_CORES = 4
export LEC_CHECK = 1
export CORE_UTILIZATION = 40
[constraint.sdc]
current_design trdb_branch_map

set clk_period 4.2
set clk_io_pct 0.2

create_clock -name clk0 -period $clk_period [get_ports {clk_i}]

set non_clock_inputs [all_inputs -no_clocks]
set_input_delay [expr $clk_period * $clk_io_pct] -clock clk0 $non_clock_inputs
set_output_delay [expr $clk_period * $clk_io_pct] -clock clk0 [all_outputs]
[design.v]
package trdb_pkg;
    localparam CAUSE_LEN = 5;
    localparam PRIV_LEN = 2;  
    localparam INST_LEN = 32;
    localparam PTYPE_LEN = 4;  
    localparam P_LEN = 5;
    localparam PAYLOAD_LEN = 256;
    localparam TRIGGER_LEN = 4;
    localparam CTYPE_LEN = 2;
    localparam XLEN = 32;
    localparam CYCLE_MODE = 0;
    localparam PACKET_MODE = 1;
    localparam CALL_COUNTER_SIZE = '0;
    localparam RETURN_STACK_SIZE = '0;
    localparam BRANCH_MAP_LEN = 31;
    localparam BRANCH_COUNT_LEN = 5;
    localparam RANGE_MODE = 1'b0;
    localparam EQUAL_MODE = 1'b1;
typedef enum logic[1:0] { 
    F_OPT_EXT       = 2'h0,
    F_DIFF_DELTA    = 2'h1,
    F_ADDR_ONLY     = 2'h2,
    F_SYNC          = 2'h3
} trdb_format_e;
typedef enum logic[1:0] { 
    SF_START    = 2'h0,
    SF_TRAP     = 2'h1,
    SF_CONTEXT  = 2'h2,
    SF_SUPPORT  = 2'h3
} trdb_f_sync_subformat_e;
typedef enum logic[0:0] {
    SF_PBC = 1'h0,  
    SF_JTC = 1'h1  
} trdb_f_opt_ext_subformat_e;
typedef enum logic[1:0] {
    NO_CHANGE   = 2'h0,
    ENDED_REP   = 2'h1,
    TRACE_LOST  = 2'h2,
    ENDED_NTR   = 2'h3
} qual_status_e;
typedef enum logic[2:0] {
    DELTA_ADDRESS       = 3'h0,
    FULL_ADDRESS        = 3'h1,
    IMPLICIT_EXCEPTION  = 3'h2,
    SIJUMP              = 3'h3,
    IMPLICIT_RETURN     = 3'h4,
    BRANCH_PREDICTION   = 3'h5,
    JUMP_TARGET_CACHE   = 3'h6
} ioptions_e;  
typedef enum logic[3:0] {
    F0SF0   = 4'h0,
    F0SF1   = 4'h1,
    F1      = 4'h4,
    F2      = 4'h8,
    F3SF0   = 4'hC,
    F3SF1   = 4'hD,
    F3SF2   = 4'hE,
    F3SF3   = 4'hF
} it_packet_type_e;  
parameter MASK_BEQ = 32'h707f;
parameter MATCH_BEQ = 32'h63;
parameter MASK_BNE = 32'h707f;
parameter MATCH_BNE = 32'h1063;
parameter MASK_BLT = 32'h707f;
parameter MATCH_BLT = 32'h4063;
parameter MASK_BGE = 32'h707f;
parameter MATCH_BGE = 32'h5063;
parameter MASK_BLTU = 32'h707f;
parameter MATCH_BLTU = 32'h6063;
parameter MASK_BGEU = 32'h707f;
parameter MATCH_BGEU = 32'h7063;
parameter MASK_P_BNEIMM = 32'h707f;
parameter MATCH_P_BNEIMM = 32'h3063;
parameter MASK_P_BEQIMM = 32'h707f;
parameter MATCH_P_BEQIMM = 32'h2063;
parameter MASK_C_BEQZ = 32'he003;
parameter MATCH_C_BEQZ = 32'hc001;
parameter MASK_C_BNEZ = 32'he003;
parameter MATCH_C_BNEZ = 32'he001;
parameter MASK_C_JALR = 32'hf07f;
parameter MATCH_C_JALR = 32'h9002;
parameter MASK_RD = 32'hf80;
parameter MASK_C_JR = 32'hf07f;
parameter MATCH_C_JR = 32'h8002;
parameter MASK_JALR = 32'h707f;
parameter MATCH_JALR = 32'h67;
parameter MASK_MRET = 32'hffffffff;
parameter MATCH_MRET = 32'h30200073;
parameter MASK_SRET = 32'hffffffff;
parameter MATCH_SRET = 32'h10200073;
parameter MASK_URET = 32'hffffffff;
parameter MATCH_URET = 32'h200073;
parameter MASK_RS1 = 32'hf8000;
parameter MASK_IMM = 32'hfff00000;
parameter X_RA = 32'h1;
parameter OP_SH_RS1 = 32'd15;
parameter OP_SH_RD = 32'd7;
endpackage
import trdb_pkg::*;
module trdb_branch_map
(
    input logic                         clk_i,
    input logic                         rst_ni,
    input logic                         valid_i,  
    input logic                         branch_taken_i,
    input logic                         flush_i,
    output logic [BRANCH_MAP_LEN-1:0]   map_o,  
    output logic [BRANCH_COUNT_LEN-1:0] branches_o,  
    output logic                        is_full_o,
    output logic                        is_empty_o
);
    logic [BRANCH_MAP_LEN-1:0]      map_d, map_q;
    logic [BRANCH_COUNT_LEN-1:0]    branch_cnt_d, branch_cnt_q;
    logic                           flush_d, flush_q;
    assign map_o = map_d;
    assign branches_o = branch_cnt_d;
    assign is_full_o = (branch_cnt_d == 31);
    assign is_empty_o = (branch_cnt_d == 0);
    assign flush_d = flush_i;
    always_ff @(posedge clk_i, negedge rst_ni) begin
        if(~rst_ni) begin
            map_q <= '1;
            branch_cnt_q <= '0;
            flush_q <= '0;
        end else begin
            map_q <= map_d;
            branch_cnt_q <= branch_cnt_d;
            flush_q <= flush_d;
        end
    end
    always_comb begin
        map_d = map_q;
        branch_cnt_d = branch_cnt_q;
        if(flush_q) begin
            map_d = '1;
            branch_cnt_d = '0;
        end
        if(valid_i) begin
            if(flush_q) begin
                map_d[0] = ~branch_taken_i;  
                branch_cnt_d = 5'b1;
            end else begin
                map_d[branch_cnt_q] = ~branch_taken_i;
                branch_cnt_d        = branch_cnt_q + 1;
            end
        end
    end
endmodule
==> run summary <==
Implementation results.

The run finished with clean final reports. Synthesis instantiated 42 different standard cells from the library. Per the repair_timing log after CTS, setup buffers inserted total 0. The worst hold path class is flop to flop. The TritonCTS clock tree is built.

During I/O placement, the number of pins put on the boundary was 43. The maximum achievable frequency is 253.8 MHz. The final cell count without fillers is 300. The number of setup violations in the final report is 0.

The routability congestion estimate from global placement is 0.8386. Of the cells placed in the final design, the portion with a size suffix greater than 1 is 0.2489. The die is 73.87 um tall. The element type at the critical path end is an output port. Antenna repair during routing inserted a diode count of 0.

For this design the ratio of total power to cell area is 326.4 nW/um^2. The worst-margin pin slew is 0.9498 ns. Summing over every cut layer, the via total after detailed routing is 1582. The die area is 5456 um^2. Per the run summary, max-cap violations total 0. The clock-pin slew on the worst setup and hold paths is 0.07 ns. The dominant register cell is dfstp_2. Buffers inserted during clock tree synthesis total 5. The instance count of the mapped netlist is 191. The maximum number of pins on one net before global-route repair is 38. At the worst endpoint, the required time is 3.36 ns. After the first detailed-routing iteration, the DRC count stood at 164. The post-detailed-placement half-perimeter wirelength is 2987 um. The largest vdd supply drop is 197.7 uV. The count of tool warnings is 28.

Yosys reported that registers with async set or reset make up 1.000. Including well taps, the total number of placed cells is 292. The skew report gives the latency at the later pin of the worst-skew pair as 0.29 ns. The longest clock path from root to sink contains 2 buffers. Looking at the critical path, the highest net fanout was 16. The leakage power total is 0.001096 uW.

TritonRoute reported its final design rule violation total as 0. Using the TritonRoute via totals, the vias-per-cell ratio works out to 5.273. The kind of critical path is flop to output port. The number of hold buffers added after CTS was 0. The starting density of the core is 0.4261. The total global-route track usage is 0.1799. The number of detailed-routing iterations run before antenna repair is 4.

The post-cts sizing count is 0. The synthesized area per cell is 10.82 um^2. By instance count after routing, the leading logic cell types are clkdlybuf4s50_1 (42), dfstp_2 (31), nor2_1 (24), nand4_1 (17).

The die width is 73.87 um. The core box area is 4848 um^2. The number of antenna violations at the first check in global routing came to 0. The site row count is 25. The yosys stat chip area is 2066 um^2.

Warnings reported by Yosys during synthesis add up to 1. The first-pass GRT wire length is 7265 um. The mean routed wirelength per cell is 14.75 um. The sum of negative setup slack is 0 ns. The utilization after layout is 0.5419. Summing every instance area after synthesis gives 2066 um^2. The sink count of the clock tree is 37. The number of port buffers is 42. The worst setup path is launched from a flop.

The growth of design area from synthesis to finish is 27.20%. The post-synth count of flops with an enable pin is 0. Once detail routing completed, the nets flagged for antenna violations numbered 0. The dominant logic cell type in the layout is clkdlybuf4s50_1. Fill cells in the final layout number 427. The final cycle utilization of the critical path is 0.9382. At the worst endpoint, the arrival time is 3.10 ns. Counting endpoints that fail hold in the final report gives 0.

Setup repair after global routing left no endpoint under its margin. The number of global-route vias before repair came to 1440. The count of state elements after synthesis is 37. The max-slew check reports its worst relative slack as 0.3655. In the final report, the number of pins over their slew limit comes to 0. The clock skew after layout is 0.006107 ns. For this run the aggregate overflow at the end of global routing stands at 0. The final power report lists total power as 857.6 uW. The tree is rooted in a clkbuf_8. The worst hold slack is 0.5340 ns. The minimum clock period is 3.940 ns. The sequential fraction of the synthesis area is 0.4670. The count of H-tree levels built during CTS is 2.

The wire length after detailed routing is 4425 um. Per the Yosys statistics, synthesis produced 191 cells.
## sequential cells by signal (all words and copies together) (netlist names)
register	count
branch_cnt_q	5
flush_q	1
map_q	31
## cell usage after synthesis, types with 4 or more instances
cell,count,share of area
dfstp_2,31,0.39
nor2_1,24,0.044
inv_1,5,0.0091
nand4_1,17,0.051
ha_1,4,0.024
clkbuf_1,5,0.0091
dfrtp_1,6,0.073
mux2i_1,16,0.078
a221o_1,15,0.073
nand3_1,16,0.039
## layer usage
metal	up-vias	wire [um]	track usage
met1	733	2242	0.3065
li1	773	-	-
met3	9	253	0.04438
met2	67	1874	0.2457
met5	-	0	0
met4	0	55	0.02350
## worst paths after layout
path,start,slack [ns],endpoint,cells past startpoint
max in group asynchronous,rst_ni,2.89,map_q[0],2
worst min-delay path,map_q[28],0.53,map_q[28],2
worst max register to register,branch_cnt_q[0],1.76,map_q[29],6
worst max-delay path,branch_cnt_q[0],0.26,map_o[26],7
worst min register to register,map_q[28],0.53,map_q[28],2
min in group asynchronous,rst_ni,0.96,branch_cnt_q[3],2
## logic make-up after synthesis
| kind of cell | share of synthesized area |
|---|---|
| buffers and inverters | 0.04845 |
| AND-OR/OR-AND | 0.09327 |
| multiplexers | 0.09509 |
| XOR/XNOR | 0.03696 |
| flip-flops | 0.4670 |
| adder cells (fa/ha/maj) | 0.02423 |
| AND/OR/NAND/NOR | 0.2350 |
## power breakdown
group          internal [uW]  switching, uW  leakage (uW)
Combinational           83.1            116      0.000637
Clock                    148            121     0.0000542
Sequential               373           16.5      0.000405
Total                    604            253       0.00110
## area by class of cell
cell class                 instances  area (um^2)  share of cell area
clock buffer                       7        96.34             0.03667
clock inverter                     1        5.005            0.001905
inverter                           5        18.77            0.007143
multi-input combinational        136         1001              0.3810
sequential                        37        964.7              0.3671
tap                               67        83.83             0.03190
timing repair buffer              47        457.9              0.1743
## worst max-delay path, cell delays in order, from the launching register on
cell and delay (ns):
dfrtp_1 0.53, inv_1 0.13, ha_1 0.31, nor3b_4 0.32
xor2_2 0.55, nand4_1 0.22, mux2i_1 0.24, clkdlybuf4s50_1 0.50
## per-stage QoR
| stage | area, um^2 | setup slack [ns] |
|---|---|---|
| floorplan | 2066 | 1.407 |
| finish | 2628 | 0.2595 |
| CTS | 2628 | 0.2359 |
| global placement | 2526 | 0.4556 |
| global route | 2628 | 0.03800 |
| detailed placement | 2526 | 0.4107 |
No activity file was given, so power comes from the tool's default toggle rates.
