==> design/flow/design.v <==
package trdb_pkg;
    localparam CAUSE_LEN = 5;
    localparam PRIV_LEN = 2;  
    localparam INST_LEN = 32;
    localparam PTYPE_LEN = 4;  
    localparam P_LEN = 5;
    localparam PAYLOAD_LEN = 256;
    localparam TRIGGER_LEN = 4;
    localparam CTYPE_LEN = 2;
    localparam XLEN = 32;
    localparam CYCLE_MODE = 0;
    localparam PACKET_MODE = 1;
    localparam CALL_COUNTER_SIZE = '0;
    localparam RETURN_STACK_SIZE = '0;
    localparam BRANCH_MAP_LEN = 31;
    localparam BRANCH_COUNT_LEN = 5;
    localparam RANGE_MODE = 1'b0;
    localparam EQUAL_MODE = 1'b1;
typedef enum logic[1:0] { 
    F_OPT_EXT       = 2'h0,
    F_DIFF_DELTA    = 2'h1,
    F_ADDR_ONLY     = 2'h2,
    F_SYNC          = 2'h3
} trdb_format_e;
typedef enum logic[1:0] { 
    SF_START    = 2'h0,
    SF_TRAP     = 2'h1,
    SF_CONTEXT  = 2'h2,
    SF_SUPPORT  = 2'h3
} trdb_f_sync_subformat_e;
typedef enum logic[0:0] {
    SF_PBC = 1'h0,  
    SF_JTC = 1'h1  
} trdb_f_opt_ext_subformat_e;
typedef enum logic[1:0] {
    NO_CHANGE   = 2'h0,
    ENDED_REP   = 2'h1,
    TRACE_LOST  = 2'h2,
    ENDED_NTR   = 2'h3
} qual_status_e;
typedef enum logic[2:0] {
    DELTA_ADDRESS       = 3'h0,
    FULL_ADDRESS        = 3'h1,
    IMPLICIT_EXCEPTION  = 3'h2,
    SIJUMP              = 3'h3,
    IMPLICIT_RETURN     = 3'h4,
    BRANCH_PREDICTION   = 3'h5,
    JUMP_TARGET_CACHE   = 3'h6
} ioptions_e;  
typedef enum logic[3:0] {
    F0SF0   = 4'h0,
    F0SF1   = 4'h1,
    F1      = 4'h4,
    F2      = 4'h8,
    F3SF0   = 4'hC,
    F3SF1   = 4'hD,
    F3SF2   = 4'hE,
    F3SF3   = 4'hF
} it_packet_type_e;  
parameter MASK_BEQ = 32'h707f;
parameter MATCH_BEQ = 32'h63;
parameter MASK_BNE = 32'h707f;
parameter MATCH_BNE = 32'h1063;
parameter MASK_BLT = 32'h707f;
parameter MATCH_BLT = 32'h4063;
parameter MASK_BGE = 32'h707f;
parameter MATCH_BGE = 32'h5063;
parameter MASK_BLTU = 32'h707f;
parameter MATCH_BLTU = 32'h6063;
parameter MASK_BGEU = 32'h707f;
parameter MATCH_BGEU = 32'h7063;
parameter MASK_P_BNEIMM = 32'h707f;
parameter MATCH_P_BNEIMM = 32'h3063;
parameter MASK_P_BEQIMM = 32'h707f;
parameter MATCH_P_BEQIMM = 32'h2063;
parameter MASK_C_BEQZ = 32'he003;
parameter MATCH_C_BEQZ = 32'hc001;
parameter MASK_C_BNEZ = 32'he003;
parameter MATCH_C_BNEZ = 32'he001;
parameter MASK_C_JALR = 32'hf07f;
parameter MATCH_C_JALR = 32'h9002;
parameter MASK_RD = 32'hf80;
parameter MASK_C_JR = 32'hf07f;
parameter MATCH_C_JR = 32'h8002;
parameter MASK_JALR = 32'h707f;
parameter MATCH_JALR = 32'h67;
parameter MASK_MRET = 32'hffffffff;
parameter MATCH_MRET = 32'h30200073;
parameter MASK_SRET = 32'hffffffff;
parameter MATCH_SRET = 32'h10200073;
parameter MASK_URET = 32'hffffffff;
parameter MATCH_URET = 32'h200073;
parameter MASK_RS1 = 32'hf8000;
parameter MASK_IMM = 32'hfff00000;
parameter X_RA = 32'h1;
parameter OP_SH_RS1 = 32'd15;
parameter OP_SH_RD = 32'd7;
endpackage
import trdb_pkg::*;
module trdb_filter
(
    input logic                 trace_enable_i,
    input logic                 cause_filter_i,
    input logic [CAUSE_LEN-1:0] upper_cause_i,
    input logic [CAUSE_LEN-1:0] lower_cause_i,
    input logic [CAUSE_LEN-1:0] match_cause_i,
    input logic                 cause_mode_i,
    input logic [CAUSE_LEN-1:0] cause_i,
    input logic                 tvec_filter_i,
    input logic [XLEN-1:2]      upper_tvec_i,
    input logic [XLEN-1:2]      lower_tvec_i,
    input logic [XLEN-1:2]      match_tvec_i,
    input logic                 tvec_mode_i,
    input logic [XLEN-1:2]      tvec_i,
    input logic                 tval_filter_i,
    input logic [XLEN-1:0]      upper_tval_i,
    input logic [XLEN-1:0]      lower_tval_i,
    input logic [XLEN-1:0]      match_tval_i,
    input logic                 tval_mode_i,
    input logic [XLEN-1:0]      tval_i,
    input logic                 priv_lvl_filter_i,
    input logic [PRIV_LEN-1:0]  upper_priv_lvl_i,
    input logic [PRIV_LEN-1:0]  lower_priv_lvl_i,
    input logic [PRIV_LEN-1:0]  match_priv_lvl_i,
    input logic                 priv_lvl_mode_i,
    input logic [PRIV_LEN-1:0]  priv_lvl_i,
    input logic                 iaddr_filter_i,
    input logic [XLEN-1:0]      upper_iaddr_i,
    input logic [XLEN-1:0]      lower_iaddr_i,
    input logic [XLEN-1:0]      match_iaddr_i,
    input logic                 iaddr_mode_i,
    input logic [XLEN-1:0]      iaddr_i,
    output logic                nc_qualified_o
);
    logic cause_in_range;
    logic cause_equals;
    logic tvec_in_range;
    logic tvec_equals;
    logic tval_in_range;
    logic tval_equals;
    logic priv_lvl_in_range;
    logic priv_lvl_equals;
    logic iaddr_in_range;
    logic iaddr_equals;
    assign cause_in_range = cause_mode_i == RANGE_MODE &&
                            cause_i < upper_cause_i &&
                            cause_i > lower_cause_i;
    assign cause_equals =   cause_mode_i == EQUAL_MODE &&
                            cause_i == match_cause_i;
    assign tvec_in_range =  tvec_mode_i == RANGE_MODE &&
                            tvec_i < upper_tvec_i &&
                            tvec_i > lower_tvec_i;
    assign tvec_equals =    tvec_mode_i == EQUAL_MODE &&
                            tvec_i == match_tvec_i;
    assign tval_in_range =  tval_mode_i == RANGE_MODE &&
                            tval_i < upper_tval_i &&
                            tval_i > lower_tval_i;
    assign tval_equals =    tval_mode_i == EQUAL_MODE &&
                            tval_i == match_tval_i;
    assign priv_lvl_in_range =  priv_lvl_mode_i == RANGE_MODE &&
                                priv_lvl_i < upper_priv_lvl_i &&
                                priv_lvl_i > lower_priv_lvl_i;
    assign priv_lvl_equals =    priv_lvl_mode_i == EQUAL_MODE &&
                                priv_lvl_i == match_priv_lvl_i;
    assign iaddr_in_range = iaddr_mode_i == RANGE_MODE &&
                            iaddr_i < upper_iaddr_i &&
                            iaddr_i > lower_iaddr_i;
    assign iaddr_equals =   iaddr_mode_i == EQUAL_MODE &&
                            iaddr_i == match_iaddr_i;
    assign nc_qualified_o = ((cause_filter_i && (cause_in_range || cause_equals)) ||
                            ~cause_filter_i) &&  
                            ((tvec_filter_i && (tvec_in_range || tvec_equals)) ||
                            ~tvec_filter_i) &&  
                            ((tval_filter_i && (tval_in_range || tval_equals)) ||
                            ~tval_filter_i) &&  
                            ((priv_lvl_filter_i && (priv_lvl_in_range || priv_lvl_equals)) ||
                            ~priv_lvl_filter_i) &&  
                            ((iaddr_filter_i && (iaddr_in_range || iaddr_equals)) ||
                            ~iaddr_filter_i) &&  
                            trace_enable_i;
endmodule
==> design/flow/run.sh <==
#!/bin/bash
# OpenROAD 26Q1-2900-gdf79404cd8, Yosys 0.63+post, stock flow scripts
make -C /OpenROAD-flow-scripts/flow DESIGN_CONFIG=/design/flow/config.mk WORK_HOME=/design/flow/orfs finish
==> design/flow/config.mk <==
export PLATFORM = sky130hd
export DESIGN_NAME = trdb_filter
export DESIGN_NICKNAME = trdb_filter
export VERILOG_FILES = /design/flow/design.v
export SDC_FILE = /design/flow/constraint.sdc
export NUM_CORES = 4
export LEC_CHECK = 1
export CORE_AREA = 10 10 203 203
export DIE_AREA = 0 0 213 213
==> design/flow/constraint.sdc <==
current_design trdb_filter

set clk_period 4.6
set clk_io_pct 0.2

create_clock -name clk0 -period $clk_period

set non_clock_inputs [all_inputs -no_clocks]
set_input_delay [expr $clk_period * $clk_io_pct] -clock clk0 $non_clock_inputs
set_output_delay [expr $clk_period * $clk_io_pct] -clock clk0 [all_outputs]
==> out/qor.yml <==
status: "finished, final reports clean"
slew_headroom: 0.626
grt_pass1_vias: 8208
ff_latch_area_sq_um: 0
yosys_area_sq_mm: 0.00607
die-area_sq_mm: 0.0454
n_clock_buffer: 0
yosys_warnings: 0
maxSlewViolCount: 0
port_buffers: 416
gp_congestion: 0.980
period_used_share: 0.947
ir_drop_v: 0.0000362
nFillCells: 3855
flop-count: 0
dp_hpwl_mm: 31.8
warning_count: 32
cp_num_buf_inv: 4
worstHoldStart: "trace_enable_i"
cpPeakStageDelay_ps: 530
critPathKind: "in -> out"
syn_inst: 827
final_antenna_net_count: 0
fin_util: 0.313
max_freq_mhz: 229
grt_overflow_total: 0
worstSetupStartpointType: "primary input"
drive_above_1_share: 0.0687
avgSynthCellArea_sq_um: 7.35
fp.dieH_microns: 213
leakagePower_nw: 5.56
endpoint_kind: "output pin"
path_delay_family: "buffers and inverters"
wl_mm: 33.2
drc_errors: 0
wl_per_cell_microns: 18.5
hold_viol: 0
syn2layout_area_growth_pct: 89.0
ioPinCount: 416
antenna_found_initial: 6
grt_pass1_wl_mm: 47.7
crit_path_start: "tval_i[14]"
die_w_microns: 213
synth_stat.cells: 827
crit_chain: "clkdlybuf4s50_1, ha_1, buf_4, a21oi_1, nand2_1, a21oi_1, or4b_1, a21oi_1, o311ai_1, buf_4, and4_1, clkbuf_2"
p_per_area_mw_per_mm2: 85.0
grt_setup_unrepaired: "false"
rows: 70
power_mw: 0.976
drt_iter0_drc: 185
cap_violations: 0
ys_seq_share: 0
grt_usage: 0.141
cp_common_cell: "a21oi_1"
yosysTopAreaCellShare: 0.406
worst_pin_slew_ps: 556
vias_per_cell: 4.17
top_area_cell: "ha_1"
core_area_sq_mm: 0.0367
firstDrtPassIters: 5
synthTopCellsByArea: "ha_1 (41%), inv_1 (12%), xnor2_1 (12%)"
crit_fanout: 2
setup_viol: 0
grt_start_max_net_pins: 4
syn_area_sq_mm: 0.00607
fin_hold_ws_ps: 2640
hp-class: "in -> out"
ys_types: 46
worstPathRequired_ps: 3680
via_count: 7494
slowest_stage: "clkdlybuf4s50_1"
initial_core_util: 0.166
arrival_ps: 3440
period_minus_slack_ps: 4360
==> kinds of logic (layout without fill, tap and decap cells) <==
kind of cell,after synthesis,in the layout,synth area share
buf+inv,203,701,0.125
fa+ha+maj,197,197,0.406
compound gates,167,167,0.178
simple gates,162,162,0.148
xor+xnor,98,98,0.143
other cells,0,3,0
==> cells in the mapped netlist (3+ instances only) <==
| library cell | number |
|---|---|
| ha_1 | 197 |
| a31oi_1 | 4 |
| xor2_1 | 13 |
| a21o_1 | 29 |
| a21boi_0 | 3 |
| nand2_1 | 33 |
| nand3_1 | 24 |
| nand2b_1 | 5 |
| a221oi_1 | 6 |
| inv_1 | 202 |
| and4_1 | 10 |
| nand4_1 | 49 |
| xnor2_1 | 84 |
| nor2_1 | 12 |
| a211oi_1 | 6 |
| o21ai_0 | 16 |
| nor2b_1 | 4 |
| a21oi_1 | 65 |
| or4_1 | 3 |
| nor4_1 | 11 |
| o211ai_1 | 6 |
| nor3_1 | 6 |
| a211o_1 | 4 |
| o21a_1 | 3 |
| o21ai_1 | 5 |
==> worst paths after layout <==
check	depth (start not counted)	slack [ps]	end
max	12	240	nc_qualified_o
min	5	2640	nc_qualified_o
==> worst min-delay path, cell delays in order <==
cell and delay (ps):
clkdlybuf4s50_1 400, nand2_1 60, a31oi_1 30, and4_1 170, clkbuf_2 140
==> layout make-up <==
type / instances / area [sq um] / share of cell area
diodes: 3 / 7.51 / 0.000654
inverters: 203 / 762 / 0.0664
repair buffers: 498 / 4770 / 0.416
multi-input cells: 624 / 5360 / 0.466
well taps: 468 / 586 / 0.0510
==> per-layer routing <==
| metal | vias up | GRT usage | share of wire | wire [microns] |
|---|---|---|---|---|
| met2 | 331 | 0.242 | 0.47 | 15500 |
| met4 | 10 | 0.0357 | 0.027 | 897 |
| met5 | - | 0 | 0.0020 | 67 |
| met3 | 40 | 0.0571 | 0.12 | 3850 |
| met1 | 3195 | 0.158 | 0.39 | 12900 |
| li1 | 3918 | - | - | - |
==> timing repair <==
item | 4_1_cts | 5_1_grt
pin swaps | 4 | 1
setup buffers | 1 | 0
gates resized | 10 | 2
endpoints found under the setup margin | 1 | 1
hold buffers | 0 | 0
==> cells in the final DEF (no fill, tap or decap), types with 3 or more instances in the layout <==
master	netlist	final
clkdlybuf4s50_1	0	412
buf_4	0	82
nor4_1	11	10
o21ai_0	16	16
inv_1	202	202
diode_2	0	3
a221oi_1	6	5
a211o_1	4	4
a211oi_1	6	6
nor2_1	12	12
nor2b_1	4	4
xnor2_1	84	84
o21ai_1	5	5
nand4_1	49	49
o211ai_1	6	6
nand2b_1	5	5
a21boi_0	3	3
o21a_1	3	3
a21o_1	29	29
a21oi_1	65	65
dlygate4sd2_1	0	3
and4_1	10	10
nand3_1	24	24
xor2_1	13	13
or4_1	3	3
a31oi_1	4	3
ha_1	197	197
nand2_1	33	33
nor3_1	6	5
==> per-stage QoR <==
step | instances | setup slack, ps | setup TNS [ps] | area [sq um]
6_report | 1796 | 242 | 0 | 11500
5_1_grt | 1793 | 67.2 | 0 | 11500
4_1_cts | 1793 | 59.8 | 0 | 11500
3_5_place_dp | 1792 | -434 | -434 | 11400
3_3_place_gp | 1792 | -424 | -424 | 11400
2_1_floorplan | 827 | 1260 | 0 | 6070
==> power by group <==
part	switching (mW)	internal, mW
Combinational	0.390	0.587
Sequential	0	0
Clock	0	0.0000000875
Total	0.390	0.587
Power is estimated from default activity; no workload was simulated.
