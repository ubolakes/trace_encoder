==> design.v <==
package trdb_pkg;
    localparam CAUSE_LEN = 5;
    localparam PRIV_LEN = 2;  
    localparam INST_LEN = 32;
    localparam PTYPE_LEN = 4;  
    localparam P_LEN = 5;
    localparam PAYLOAD_LEN = 256;
    localparam TRIGGER_LEN = 4;
    localparam CTYPE_LEN = 2;
    localparam XLEN = 32;
    localparam CYCLE_MODE = 0;
    localparam PACKET_MODE = 1;
    localparam CALL_COUNTER_SIZE = '0;
    localparam RETURN_STACK_SIZE = '0;
    localparam BRANCH_MAP_LEN = 31;
    localparam BRANCH_COUNT_LEN = 5;
    localparam RANGE_MODE = 1'b0;
    localparam EQUAL_MODE = 1'b1;
typedef enum logic[1:0] { 
    F_OPT_EXT       = 2'h0,
    F_DIFF_DELTA    = 2'h1,
    F_ADDR_ONLY     = 2'h2,
    F_SYNC          = 2'h3
} trdb_format_e;
typedef enum logic[1:0] { 
    SF_START    = 2'h0,
    SF_TRAP     = 2'h1,
    SF_CONTEXT  = 2'h2,
    SF_SUPPORT  = 2'h3
} trdb_f_sync_subformat_e;
typedef enum logic[0:0] {
    SF_PBC = 1'h0,  
    SF_JTC = 1'h1  
} trdb_f_opt_ext_subformat_e;
typedef enum logic[1:0] {
    NO_CHANGE   = 2'h0,
    ENDED_REP   = 2'h1,
    TRACE_LOST  = 2'h2,
    ENDED_NTR   = 2'h3
} qual_status_e;
typedef enum logic[2:0] {
    DELTA_ADDRESS       = 3'h0,
    FULL_ADDRESS        = 3'h1,
    IMPLICIT_EXCEPTION  = 3'h2,
    SIJUMP              = 3'h3,
    IMPLICIT_RETURN     = 3'h4,
    BRANCH_PREDICTION   = 3'h5,
    JUMP_TARGET_CACHE   = 3'h6
} ioptions_e;  
typedef enum logic[3:0] {
    F0SF0   = 4'h0,
    F0SF1   = 4'h1,
    F1      = 4'h4,
    F2      = 4'h8,
    F3SF0   = 4'hC,
    F3SF1   = 4'hD,
    F3SF2   = 4'hE,
    F3SF3   = 4'hF
} it_packet_type_e;  
parameter MASK_BEQ = 32'h707f;
parameter MATCH_BEQ = 32'h63;
parameter MASK_BNE = 32'h707f;
parameter MATCH_BNE = 32'h1063;
parameter MASK_BLT = 32'h707f;
parameter MATCH_BLT = 32'h4063;
parameter MASK_BGE = 32'h707f;
parameter MATCH_BGE = 32'h5063;
parameter MASK_BLTU = 32'h707f;
parameter MATCH_BLTU = 32'h6063;
parameter MASK_BGEU = 32'h707f;
parameter MATCH_BGEU = 32'h7063;
parameter MASK_P_BNEIMM = 32'h707f;
parameter MATCH_P_BNEIMM = 32'h3063;
parameter MASK_P_BEQIMM = 32'h707f;
parameter MATCH_P_BEQIMM = 32'h2063;
parameter MASK_C_BEQZ = 32'he003;
parameter MATCH_C_BEQZ = 32'hc001;
parameter MASK_C_BNEZ = 32'he003;
parameter MATCH_C_BNEZ = 32'he001;
parameter MASK_C_JALR = 32'hf07f;
parameter MATCH_C_JALR = 32'h9002;
parameter MASK_RD = 32'hf80;
parameter MASK_C_JR = 32'hf07f;
parameter MATCH_C_JR = 32'h8002;
parameter MASK_JALR = 32'h707f;
parameter MATCH_JALR = 32'h67;
parameter MASK_MRET = 32'hffffffff;
parameter MATCH_MRET = 32'h30200073;
parameter MASK_SRET = 32'hffffffff;
parameter MATCH_SRET = 32'h10200073;
parameter MASK_URET = 32'hffffffff;
parameter MATCH_URET = 32'h200073;
parameter MASK_RS1 = 32'hf8000;
parameter MASK_IMM = 32'hfff00000;
parameter X_RA = 32'h1;
parameter OP_SH_RS1 = 32'd15;
parameter OP_SH_RD = 32'd7;
endpackage
import trdb_pkg::*;
module trdb_itype_detector
(
    input logic             clk_i,
    input logic             rst_ni,
    input logic             lc_valid_i,
    input logic             tc_valid_i,
    input logic             nc_valid_i,
    input logic [XLEN-1:0]  lc_iaddr_i,
    input logic [XLEN-1:0]  tc_iaddr_i,
    input logic [XLEN-1:0]  nc_iaddr_i,
    input logic [XLEN-1:0]  tc_inst_data_i,
    input logic             tc_compressed_i,
    input logic             tc_exception_i,
    output logic            tc_branch_o,
    output logic            tc_branch_taken_o,
    output logic            tc_updiscon_o 
);
    logic tc_is_jump;
    logic tc_nc_valid;
    logic one_cycle;
    logic more_cycles;
    logic ready_to_output;
    logic tc_branch_d, tc_branch_q;
    assign tc_nc_valid = tc_valid_i && nc_valid_i;
    assign one_cycle = tc_iaddr_i != nc_iaddr_i && tc_iaddr_i != lc_iaddr_i;
    assign more_cycles = tc_iaddr_i == nc_iaddr_i && tc_iaddr_i != lc_iaddr_i;
    assign ready_to_output = tc_iaddr_i != nc_iaddr_i && tc_iaddr_i == lc_iaddr_i;
    assign tc_branch_d =    (((tc_inst_data_i & MASK_BEQ)      == MATCH_BEQ) ||
                             ((tc_inst_data_i & MASK_BNE)      == MATCH_BNE) ||
                             ((tc_inst_data_i & MASK_BLT)      == MATCH_BLT) ||
                             ((tc_inst_data_i & MASK_BGE)      == MATCH_BGE) ||
                             ((tc_inst_data_i & MASK_BLTU)     == MATCH_BLTU) ||
                             ((tc_inst_data_i & MASK_BGEU)     == MATCH_BGEU) ||
                             ((tc_inst_data_i & MASK_P_BNEIMM) == MATCH_P_BNEIMM) ||
                             ((tc_inst_data_i & MASK_P_BEQIMM) == MATCH_P_BEQIMM) ||
                             ((tc_inst_data_i & MASK_C_BEQZ)   == MATCH_C_BEQZ) ||
                             ((tc_inst_data_i & MASK_C_BNEZ)   == MATCH_C_BNEZ)) && 
                            tc_valid_i;
    assign tc_branch_taken_o = (tc_compressed_i ?
                                !(tc_iaddr_i + 2 == nc_iaddr_i) :
                                !(tc_iaddr_i + 4 == nc_iaddr_i)) &&
                                tc_nc_valid && ready_to_output;
    assign tc_is_jump = ((tc_inst_data_i & MASK_JALR) == MATCH_JALR) &&
                        nc_valid_i;  ;
    assign tc_updiscon_o = (tc_is_jump || tc_exception_i) &&
                            nc_valid_i;  
    always_comb begin
        tc_branch_o = 0;
        if (one_cycle) begin
            tc_branch_o = tc_branch_d;
        end else if (ready_to_output) begin
            tc_branch_o = tc_branch_q;
        end
    end
    always_ff @( posedge clk_i, negedge rst_ni ) begin
        if(~rst_ni) begin
            tc_branch_q <= '0;
        end else if (more_cycles) begin
            tc_branch_q <= tc_branch_d;
        end
    end
endmodule
==> run.sh <==
#!/bin/bash
# OpenROAD 26Q1-2900-gdf79404cd8, Yosys 0.63+post, stock flow scripts
make -C /OpenROAD-flow-scripts/flow DESIGN_CONFIG=/design/flow/config.mk WORK_HOME=/design/flow/orfs finish
==> config.mk <==
export PLATFORM = sky130hd
export DESIGN_NAME = trdb_itype_detector
export DESIGN_NICKNAME = trdb_itype_detector
export VERILOG_FILES = /design/flow/design.v
export SDC_FILE = /design/flow/constraint.sdc
export NUM_CORES = 4
export LEC_CHECK = 1
export CORE_UTILIZATION = 50
==> constraint.sdc <==
current_design trdb_itype_detector

set clk_period 7.2
set clk_io_pct 0.2

create_clock -name clk0 -period $clk_period [get_ports {clk_i}]

set non_clock_inputs [all_inputs -no_clocks]
set_input_delay [expr $clk_period * $clk_io_pct] -clock clk0 $non_clock_inputs
set_output_delay [expr $clk_period * $clk_io_pct] -clock clk0 [all_outputs]
==> results_dict.tcl <==
# implementation run metrics
set metrics [dict create \
    r2r-start "tc_branch_q$_DFFE_PN0P_" \
    period_minus_slack_ns 6.32 \
    grt_use_total_pct 36.6 \
    status "completed" \
    setup_violations 0 \
    rr_worst_depth 1 \
    top_area_cell "xor2_1" \
    numPlacedInstances 514 \
    worstHoldEndpoint "tc_branch_q$_DFFE_PN0P_" \
    end_kind "output port" \
    grt_max_degree 15 \
    synthCells 361 \
    synth_top_cell_by_count "xor2_1" \
    hold_violations 0 \
    drt_wl_total_mm 9.61 \
    hold_depth 1 \
    critical_path_class "in -> out" \
    synth_area_per_cell_sq_um 7.08 \
    slew-limit-headroom_pct 47.3 \
    grt_pass1_wl_mm 14.9 \
    final_cells 514 \
    cp_data_required_time_ns 5.76 \
    tns_ns 0 \
    tightestPinTransition_ns 0.784 \
    fin_crit_sh_pct 87.8 \
    rows 25 \
    reg_top3 "tc_branch_q (1)" \
    grt_pass1_vias 2989 \
    irDropWorstVdd_mv 0.0549 \
    dieArea_sq_um 5400 \
    slowest_delay_ns 0.75 \
    yosys_cells 361 \
    fin_worst_skew_ns 0 \
    rrSetupSlack_ns 6.46 \
    ys.flop_type "dfrtp_1" \
    dr_total_vias 3227 \
    core_area_sq_um 4820 \
    path_cells "clkdlybuf4s50_1 -> ha_1 -> nand4_4 -> nor4_2 -> xnor2_1 -> a211oi_1 -> nand4_1 -> nor4_1 -> a211oi_1 -> clkdlybuf4s50_1" \
    largest_reg_flops 1 \
    ys.warnings.count 1 \
    clock.fmax_mhz 158 \
    maxCapViolCount 0 \
    dp.final_hpwl_mm 7.91 \
    synthDominantCellAreaShare_pct 20.6 \
    synthArstFlopShare_pct 100 \
    openroad.warnings 53 \
    top_cells_by_area "xor2_1 21%, xnor2_1 13%, nand4_1 6.6%, nor4_1 6.1%, buf_4 4.1%" \
    cp.arrival_ns 4.88 \
    yosysSeqAreaShare_pct 0.979 \
    critPathSlowestCell "clkdlybuf4s50_1" \
    drc 0 \
    drt_iter0_drc 303 \
    common_cells "60 x xor2_1, 37 x xnor2_1, 27 x nand4_1, 25 x nor4_1" \
    dr.pass1.iters 5 \
    portBuffers 115 \
    postCtsSetupRepairBufs 0 \
    grt-ovfl-total 0 \
    antenna_found_initial 0 \
    synth_area_sq_um 2560 \
    drive_above_1_share_pct 2.68 \
    ys_seq_elements 1 \
    wl_per_cell_microns 18.7 \
    yosysUniqueCellTypes 59 \
    syn_to_final_growth_pct 41.3 \
    timing.rr.end "tc_branch_q$_DFFE_PN0P_" \
    top_register "tc_branch_q" \
    routed_via_density 6.28 \
    powerDensity_nw_per_um2 58.3 \
    io_pins 138 \
    start_kind "primary input" \
    fp-utilization_pct 53.1 \
    cts_hold_buf 0 \
    post_cts_resized 0 \
    slew_viol_final 0 \
    hp-class "reg -> reg" \
    critPathMaxFanout 10 \
    die_h_microns 73.5 \
    ys_area_sq_um 2560 \
    antenna_left 0 \
    clock_latency_ns 0 \
    num_antenna_cells 0 \
    path_clk_slew_ns 0 \
    leakagePower_nw 1.19 \
    rsz0062_at_grt "no" \
    synth-edff-count 0 \
    place_congestion 1.04 \
    hp-start "tc_branch_q$_DFFE_PN0P_" \
    die-width_microns 73.5 \
]
cell type report:
| class | count | area (sq um) |
|---|---|---|
| Inverter | 4 | 15.0 |
| Tap cell | 67 | 83.8 |
| Timing Repair Buffer | 115 | 1150 |
| Multi-Input combinational cell | 327 | 2340 |
| Sequential cell | 1 | 25.0 |
| Fill cell | 389 | 1200 |
worst max-delay path: cells and delay by family:
family          cells  cell delay [ns]
simple gates        4             1.24
compound gates      2             0.39
xor+xnor            1             0.16
buf+inv             2             1.16
fa+ha+maj           1             0.49
how the worst max path moves through the flow:
stage	from	end	slack [ns]	cells after the start
final	tc_iaddr_i[3]	tc_branch_taken_o	0.88	10
after global routing	tc_iaddr_i[3]	tc_branch_taken_o	0.61	10
after CTS	tc_iaddr_i[1]	tc_branch_taken_o	0.93	10
kinds of logic (layout without fill, tap and decap cells):
group                    count (synthesis)  in the layout  synth area share (%)
buffers and inverters                   33            119                  7.59
AND-OR/OR-AND                           54             54                  14.8
adder cells (fa/ha/maj)                  3              3                  1.47
XOR/XNOR                                97             97                  33.2
flip-flops                               1              1                 0.979
AND/OR/NAND/NOR                        169            169                  40.3
multiplexers                             4              4                  1.62
where the power goes:
group / internal, mW / switching (mW) / total, mW / leakage (nW)
Combinational: 0.102 / 0.103 / 0.205 / 1.18
Sequential: 0.00572 / 0.00000000000767 / 0.00572 / 0.0140
Clock: 0 / 0 / 0 / 0
stage by stage:
step	setup WS [ns]	power, mW	area [sq um]	utilization [%]	hold WS [ns]
detailed placement	0.940	0.206	3610	75.0	0.501
global placement	0.946	0.203	3610	75.0	0.502
global route	0.611	0.226	3610	75.0	0.543
CTS	0.928	0.207	3610	75.0	0.509
finish	0.876	0.210	3610	75.0	0.509
floorplan	2.65	0.115	2560	-	0.480
cells in the final DEF (no fill, tap or decap), types with 6 or more instances in the layout:
master,count
nor2_1,15
nand2_1,20
a211oi_1,8
and4_1,6
o21ai_0,10
xnor2_1,37
and3_1,10
nor3_1,14
xor2_1,60
nand4_1,27
nand3_1,20
nor4_1,25
a21oi_1,8
clkdlybuf4s50_1,115
routing by layer:
metal,routed length (microns),global-route usage [%],share of wire (%),vias to the layer above
met5,0,0,0,-
met2,4210,56.9,44,225
met3,1060,5.55,11,26
met1,4080,53.2,42,1430
met4,263,8.97,2.7,0
li1,-,-,-,1546
Power and IR drop assume default switching activity.
